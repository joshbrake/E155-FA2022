==> ./design.v <==
module aes(input  logic clk,
           input  logic sck, 
           input  logic sdi,
           output logic sdo,
           input  logic load,
           output logic done);
    logic [127:0] key, plaintext, cyphertext;
    aes_spi spi(sck, sdi, sdo, done, key, plaintext, cyphertext);   
    aes_core core(clk, load, key, plaintext, done, cyphertext);
endmodule
module aes_spi(input  logic sck, 
               input  logic sdi,
               output logic sdo,
               input  logic done,
               output logic [127:0] key, plaintext,
               input  logic [127:0] cyphertext);
    logic         sdodelayed, wasdone;
    logic [127:0] cyphertextcaptured;
    always_ff @(posedge sck)
        if (!wasdone)  {cyphertextcaptured, plaintext, key} = {cyphertext, plaintext[126:0], key, sdi};
        else           {cyphertextcaptured, plaintext, key} = {cyphertextcaptured[126:0], plaintext, key, sdi}; 
    always_ff @(negedge sck) begin
        wasdone = done;
        sdodelayed = cyphertextcaptured[126];
    end
    assign sdo = (done & !wasdone) ? cyphertext[127] : sdodelayed;
endmodule
module aes_core(input  logic         clk, 
                input  logic         load,
                input  logic [127:0] key, 
                input  logic [127:0] plaintext, 
                output logic         done, 
                output logic [127:0] cyphertext);
endmodule
module sbox(input  logic [7:0] a,
            output logic [7:0] y);
  logic [7:0] sbox[0:255];
  initial   $readmemh("sbox.txt", sbox);
  assign y = sbox[a];
endmodule
module sbox_sync(
	input		logic [7:0] a,
	input	 	logic 			clk,
	output 	logic [7:0] y);
  logic [7:0] sbox [0:255];
  initial   $readmemh("sbox.txt", sbox);
	always_ff @(posedge clk) begin
		y <= sbox[a];
	end
endmodule
module mixcolumns(input  logic [127:0] a,
                  output logic [127:0] y);
  mixcolumn mc0(a[127:96], y[127:96]);
  mixcolumn mc1(a[95:64],  y[95:64]);
  mixcolumn mc2(a[63:32],  y[63:32]);
  mixcolumn mc3(a[31:0],   y[31:0]);
endmodule
module mixcolumn(input  logic [31:0] a,
                 output logic [31:0] y);
        logic [7:0] a0, a1, a2, a3, y0, y1, y2, y3, t0, t1, t2, t3, tmp;
        assign {a0, a1, a2, a3} = a;
        assign tmp = a0 ^ a1 ^ a2 ^ a3;
        galoismult gm0(a0^a1, t0);
        galoismult gm1(a1^a2, t1);
        galoismult gm2(a2^a3, t2);
        galoismult gm3(a3^a0, t3);
        assign y0 = a0 ^ tmp ^ t0;
        assign y1 = a1 ^ tmp ^ t1;
        assign y2 = a2 ^ tmp ^ t2;
        assign y3 = a3 ^ tmp ^ t3;
        assign y = {y0, y1, y2, y3};    
endmodule
module galoismult(input  logic [7:0] a,
                  output logic [7:0] y);
    logic [7:0] ashift;
    assign ashift = {a[6:0], 1'b0};
    assign y = a[7] ? (ashift ^ 8'b00011011) : ashift;
endmodule
==> ./sbox.txt <==
63
7c
77
7b
f2
6b
6f
c5
30
01
67
2b
fe
d7
ab
76
ca
82
c9
7d
fa
59
47
f0
ad
d4
a2
af
9c
a4
72
c0
b7
fd
93
26
36
3f
f7
cc
34
a5
e5
f1
71
d8
31
15
04
c7
23
c3
18
96
05
9a
07
12
80
e2
eb
27
b2
75
09
83
2c
1a
1b
6e
5a
a0
52
3b
d6
b3
29
e3
2f
84
53
d1
00
ed
20
fc
b1
5b
6a
cb
be
39
4a
4c
58
cf
d0
ef
aa
fb
43
4d
33
85
45
f9
02
7f
50
3c
9f
a8
51
a3
40
8f
92
9d
38
f5
bc
b6
da
21
10
ff
f3
d2
cd
0c
13
ec
5f
97
44
17
c4
a7
7e
3d
64
5d
19
73
60
81
4f
dc
22
2a
90
88
46
ee
b8
14
de
5e
0b
db
e0
32
3a
0a
49
06
24
5c
c2
d3
ac
62
91
95
e4
79
e7
c8
37
6d
8d
d5
4e
a9
6c
56
f4
ea
65
7a
ae
08
ba
78
25
2e
1c
a6
b4
c6
e8
dd
74
1f
4b
bd
8b
8a
70
3e
b5
66
48
03
f6
0e
61
35
57
b9
86
c1
1d
9e
e1
f8
98
11
69
d9
8e
94
9b
1e
87
e9
ce
55
28
df
8c
a1
89
0d
bf
e6
42
68
41
99
2d
0f
b0
54
bb
16
==> ./run.sh <==
#!/bin/bash
# OpenROAD 26Q1-2900-gdf79404cd8, Yosys 0.63+post, stock flow scripts
make -C /OpenROAD-flow-scripts/flow DESIGN_CONFIG=/design/flow/config.mk WORK_HOME=/design/flow/orfs finish
==> ./config.mk <==
export PLATFORM = sky130hd
export DESIGN_NAME = mixcolumns
export DESIGN_NICKNAME = mixcolumns
export VERILOG_FILES = /design/flow/design.v
export SDC_FILE = /design/flow/constraint.sdc
export NUM_CORES = 4
export LEC_CHECK = 1
export CORE_UTILIZATION = 30
==> ./constraint.sdc <==
current_design mixcolumns

set clk_period 2.4
set clk_io_pct 0.2

create_clock -name clk0 -period $clk_period

set non_clock_inputs [all_inputs -no_clocks]
set_input_delay [expr $clk_period * $clk_io_pct] -clock clk0 $non_clock_inputs
set_output_delay [expr $clk_period * $clk_io_pct] -clock clk0 [all_outputs]
==> qor.json <==
{
  "timing.critical_path.buf_inv": 3,
  "dpl_worst_slack_ns": -0.408,
  "drc": 0,
  "port-buffer-count": 256,
  "setup_violations": 0,
  "grt_overflow": 0,
  "ys_seq_share_pct": 0,
  "design.die.area_mm2": 0.0180,
  "timing.final.hold_violations": 0,
  "critical_path_cell_count": 5,
  "detail_route.vias_per_cell": 4.16,
  "finalCoreUtilization_pct": 56.5,
  "longest_individual_stage_delay_on_the_worst_path_ns": 0.41,
  "power.static_leakage_uw": 0.00544,
  "initial_core_util_pct": 31.2,
  "synth_area_leader_cell": "sky130_fd_sc_hd__xnor3_1",
  "globalRouteTotalUtil_pct": 15.9,
  "cp_top_family": "buffers and inverters",
  "hpwlAfterDp_mm": 11.6,
  "crit_chain": "dlygate4sd2_1 > buf_6 > xnor3_1 > xnor3_1 > clkdlybuf4s50_1",
  "die_y_um": 134,
  "synth.area.mux_share_pct": 0,
  "ys_sh_aoi_pct": 0,
  "hold_path_depth": 4,
  "antenna_found_initial": 1,
  "largest_fanout_of_any_net_on_the_critical_path": 3,
  "maxClockFrequency_mhz": 420,
  "sequential_cell_area_um2": 0,
  "layout-drive-gt1-share_pct": 41.0,
  "instance_count_after_placement_with_tap_cells_included": 897,
  "finalWirelength_mm": 13.9,
  "grt_pass1_wl_mm": 21.6,
  "power_density_mw_per_mm2": 357,
  "yosys-top-cells-area": "sky130_fd_sc_hd__xnor3_1 (60%), sky130_fd_sc_hd__xor3_1 (16%), sky130_fd_sc_hd__xnor2_1 (9.0%)",
  "ys_area_mm2": 0.00524,
  "power_uw": 3390,
  "final_number_of_max_transition_violations": 0,
  "design.portCount": 256,
  "xor_area_share_pct": 98.8,
  "post_synthesis_instance_area_mm2": 0.00524,
  "max_slew_margin_pct": 76.4,
  "critPathRequiredTime_ns": 1.92,
  "status": "finished, final reports clean",
  "hold_path_end": "y[107]",
  "number_of_global_route_vias_before_repair": 4308,
  "filler_cells": 1355,
  "postSynthCellCount": 299,
  "detailedRoute.firstPassIterationCount": 5,
  "gpl.final_weighted_congestion": 0.891,
  "finalCriticalPeriod_ns": 2.38,
  "num_vias": 3874,
  "netlist-cell-type-count": 13,
  "tightest_slew_ns": 0.352,
  "cp_common_cell": "sky130_fd_sc_hd__xnor3_1",
  "warning_count": 33,
  "post_layout_instance_count_excluding_filler_cells": 931,
  "fin_crit_sh_pct": 99.2,
  "area_delta_synth_final_pct": 81.4,
  "die_width_um": 134,
  "maxCapViolations": 0,
  "core-area_mm2": 0.0168,
  "worst_setup_path_end_kind": "output port",
  "worst_path_max_delay_cell": "sky130_fd_sc_hd__clkdlybuf4s50_1",
  "synthDominantCellAreaShare_pct": 60.2,
  "path_class": "in2out",
  "largest_vdd_supply_drop_uv": 215,
  "timing.final.ws_setup_ns": 0.0187,
  "grt_max_degree": 7,
  "drt_iter0_drc": 61,
  "post_synth_and_or_nand_nor_area_fraction_pct": 0,
  "core.rowCount": 47,
  "holdCritStartpoint": "a[106]",
  "syn_avg_cell_area_um2": 17.5,
  "synth.yosys.warnings": 0,
  "post_synth_main_logic_family": "XOR/XNOR gates",
  "critPathArrivalTime_ns": 1.90,
  "yosys.area_share.adder_pct": 0,
  "startpoint_type": "primary input",
  "holdCritPathClass": "in2out",
  "antenna_violating_nets_post_route": 0,
  "number_of_clock_buffers_in_the_layout": 0,
  "synth.yosys.num_cells": 299,
  "flops": 0,
  "detail_route.wl_per_cell_um": 14.9
}
[cells in the mapped netlist]
master	number
sky130_fd_sc_hd__xnor3_1	140
sky130_fd_sc_hd__xnor2_1	54
sky130_fd_sc_hd__xor2_1	42
sky130_fd_sc_hd__xor3_1	35
sky130_fd_sc_hd__xnor2_2	7
sky130_fd_sc_hd__xnor2_4	7
sky130_fd_sc_hd__buf_2	6
sky130_fd_sc_hd__clkbuf_1	3
sky130_fd_sc_hd__buf_4	1
sky130_fd_sc_hd__buf_6	1
sky130_fd_sc_hd__clkbuf_2	1
sky130_fd_sc_hd__xnor3_4	1
sky130_fd_sc_hd__xor2_2	1
[how the worst max path moves through the flow]
stage / from / end / slack (ns)
after CTS: a[20] / y[28] / -0.02
after global routing: a[91] / y[67] / -0.005
final: a[124] / y[108] / 0.02
[worst min-delay path, delay by kind of cell]
kind / cells / cell delay [ns]
buffers and inverters: 2 / 0.21
XOR/XNOR: 2 / 0.24
[final cells by class]
class	instances	area [µm²]	area share (%)
timing repair buffer	422	3640	38.3
tap	220	275	2.90
antenna	2	5.00	0.0527
multi-input combinational	287	5580	58.7
[cells by family (layout without fill, tap and decap cells)]
kind of cell           count (synthesis)  count (layout)
XOR/XNOR                             287             287
buffers and inverters                 12             422
other                                  0               2
[cell usage in the layout (no fill, tap or decap)]
cell	n
sky130_fd_sc_hd__clkdlybuf4s50_1	98
sky130_fd_sc_hd__buf_6	19
sky130_fd_sc_hd__xnor2_4	14
sky130_fd_sc_hd__xor2_1	38
sky130_fd_sc_hd__clkbuf_2	21
sky130_fd_sc_hd__xnor2_1	14
sky130_fd_sc_hd__diode_2	2
sky130_fd_sc_hd__clkbuf_4	2
sky130_fd_sc_hd__buf_12	2
sky130_fd_sc_hd__buf_4	149
sky130_fd_sc_hd__dlygate4sd2_1	76
sky130_fd_sc_hd__xor3_1	35
sky130_fd_sc_hd__xor2_2	5
sky130_fd_sc_hd__xnor2_2	40
sky130_fd_sc_hd__clkdlybuf4s15_1	8
sky130_fd_sc_hd__xnor3_1	140
sky130_fd_sc_hd__buf_2	19
sky130_fd_sc_hd__dlymetal6s2s_1	9
sky130_fd_sc_hd__clkdlybuf4s15_2	19
sky130_fd_sc_hd__xnor3_4	1
[report_power, final]
group	internal, µW	switching (µW)
sequential	0	0
combinational	2530	861
clock	0.000112	0
total	2530	861
[metal layers]
| layer | vias to the layer above | global-route usage (%) | share of wire, % |
|---|---|---|---|
| met1 | 1805 | 21.9 | 41 |
| met3 | 8 | 3.94 | 8.3 |
| met2 | 159 | 27.5 | 50 |
| met5 | - | 0 | 0 |
| met4 | 0 | 0.936 | 0.71 |
| li1 | 1902 | - | - |
[timing repair]
action,CTS,global route
pin swaps,72,41
hold buffers,0,0
resized,329,79
endpoints found under the hold margin,0,0
setup buffers,27,5
endpoints found under the setup margin,128,62
[through the flow]
| step | hold slack (ns) | TNS (ns) | cell area (µm²) |
|---|---|---|---|
| 6_report | 1.41 | 0 | 9510 |
| 5_1_grt | 1.47 | -0.00752 | 9500 |
| 4_1_cts | 1.64 | -0.0196 | 9490 |
| 3_5_place_dp | 2.13 | -33.85 | 9030 |
| 3_3_place_gp | 2.12 | -33.71 | 9030 |
| 2_1_floorplan | 1.12 | 0 | 5240 |
